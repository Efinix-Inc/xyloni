File: flow/config.mk
export PLATFORM = sky130hd
export DESIGN_NAME = sobel_feldman
export DESIGN_NICKNAME = sobel_feldman
export VERILOG_FILES = /design/flow/design.v
export SDC_FILE = /design/flow/constraint.sdc
export NUM_CORES = 4
export LEC_CHECK = 1
export CORE_UTILIZATION = 50
File: flow/constraint.sdc
current_design sobel_feldman

set clk_period 6.8
set clk_io_pct 0.2

create_clock -name clk0 -period $clk_period [get_ports {i_pclk}]

set non_clock_inputs [all_inputs -no_clocks]
set_input_delay [expr $clk_period * $clk_io_pct] -clock clk0 $non_clock_inputs
set_output_delay [expr $clk_period * $clk_io_pct] -clock clk0 [all_outputs]
File: flow/design.v
module multi_n1_ext2
#(
	parameter	D_WIDTH	= 8
)
(
	input	i_arst,
	input	i_clk,
	input	[D_WIDTH-1:0]i_d,
	output	[D_WIDTH+2-1:0]o_q
);
reg		[D_WIDTH+2-1:0]r_q_1P;
wire	[D_WIDTH+2-1:0]w_d_0P;
assign	w_d_0P	= {2'b00, i_d};
always@(posedge i_arst or posedge i_clk)
begin
	if (i_arst)
		r_q_1P	<= {D_WIDTH+2{1'b0}};
	else
		r_q_1P	<= ~w_d_0P+1'b1;
end
assign	o_q	= r_q_1P;
endmodule
module multi_n2_ext2
#(
	parameter	D_WIDTH	= 8
)
(
	input	i_arst,
	input	i_clk,
	input	[D_WIDTH-1:0]i_d,
	output	[D_WIDTH+2-1:0]o_q
);
reg		[D_WIDTH+2-1:0]r_q_1P;
wire	[D_WIDTH+2-1:0]w_d_0P;
assign	w_d_0P	= {1'b0, i_d, 1'b0};
always@(posedge i_arst or posedge i_clk)
begin
	if (i_arst)
		r_q_1P	<= {D_WIDTH+2{1'b0}};
	else
		r_q_1P	<= ~w_d_0P+1'b1;
end
assign	o_q	= r_q_1P;
endmodule
module multi_p1_ext2
#(
	parameter	D_WIDTH	= 8
)
(
	input	i_arst,
	input	i_clk,
	input	[D_WIDTH-1:0]i_d,
	output	[D_WIDTH+2-1:0]o_q
);
reg		[D_WIDTH+2-1:0]r_q_1P;
wire	[D_WIDTH+2-1:0]w_d_0P;
assign	w_d_0P	= {2'b00, i_d};
always@(posedge i_arst or posedge i_clk)
begin
	if (i_arst)
		r_q_1P	<= {D_WIDTH+2{1'b0}};
	else
		r_q_1P	<= w_d_0P;
end
assign	o_q	= r_q_1P;
endmodule
module multi_p2_ext2
#(
	parameter	D_WIDTH	= 8
)
(
	input	i_arst,
	input	i_clk,
	input	[D_WIDTH-1:0]i_d,
	output	[D_WIDTH+2-1:0]o_q
);
reg		[D_WIDTH+2-1:0]r_q_1P;
wire	[D_WIDTH+2-1:0]w_d_0P;
assign	w_d_0P	= {1'b0, i_d, 1'b0};
always@(posedge i_arst or posedge i_clk)
begin
	if (i_arst)
		r_q_1P	<= {D_WIDTH+2{1'b0}};
	else
		r_q_1P	<= w_d_0P;
end
assign	o_q	= r_q_1P;
endmodule
module sobel_feldman
#(
	parameter	Y_DEPTH	= 8
)
(
	input	i_arst,
	input	i_pclk,
	input	[Y_DEPTH-1:0]i_pixel_11_01,
	input	[Y_DEPTH-1:0]i_pixel_00_01,
	input	[Y_DEPTH-1:0]i_pixel_01_01,
	output	[Y_DEPTH-1:0]o_pixel
);
reg		[Y_DEPTH-1:0]r_p_11_00_1P, r_p_11_11_2P;
reg		[Y_DEPTH-1:0]r_p_00_00_1P, r_p_00_11_2P;
reg		[Y_DEPTH-1:0]r_p_01_00_1P, r_p_01_11_2P;
reg		[Y_DEPTH+2-1:0]r_gx_11_01_2P;
reg		[Y_DEPTH+2-1:0]r_gx_00_01_2P;
reg		[Y_DEPTH+2-1:0]r_gx_01_01_2P;
reg		[Y_DEPTH+2-1:0]r_gxs_11_4P, r_gxs_11_5P;
reg		[Y_DEPTH+2-1:0]r_gxs_00_4P, r_gxs_00_5P, r_gxs_00_6P, r_gxs_00_7P;
reg		[Y_DEPTH+2-1:0]r_gxs_01_4P, r_gxs_01_5P, r_gxs_01_6P;
reg		[Y_DEPTH+2-1:0]r_gy_11_01_2P;
reg		[Y_DEPTH+2-1:0]r_gy_00_01_2P;
reg		[Y_DEPTH+2-1:0]r_gy_01_01_2P;
reg		[Y_DEPTH+2-1:0]r_gys_11_4P, r_gys_11_5P;
reg		[Y_DEPTH+2-1:0]r_gys_00_4P, r_gys_00_5P, r_gys_00_6P, r_gys_00_7P;
reg		[Y_DEPTH+2-1:0]r_gys_01_4P, r_gys_01_5P, r_gys_01_6P;
reg		[Y_DEPTH+2-1:0]r_gxs_00_8P;
reg		[Y_DEPTH+2-1:0]r_gys_00_8P;
reg		[Y_DEPTH+2-1:0]r_g_9P;
reg		[Y_DEPTH-1:0]r_g_10P;
wire	[Y_DEPTH+2-1:0]w_gx_11_01_1P, w_gx_11_00_2P, w_gx_11_11_3P;
wire	[Y_DEPTH+2-1:0]w_gx_00_01_1P, w_gx_00_00_2P, w_gx_00_11_3P;
wire	[Y_DEPTH+2-1:0]w_gx_01_01_1P, w_gx_01_00_2P, w_gx_01_11_3P;
wire	[Y_DEPTH+2-1:0]w_gy_11_01_1P, w_gy_11_00_2P, w_gy_11_11_3P;
wire	[Y_DEPTH+2-1:0]w_gy_00_01_1P, w_gy_00_00_2P, w_gy_00_11_3P;
wire	[Y_DEPTH+2-1:0]w_gy_01_01_1P, w_gy_01_00_2P, w_gy_01_11_3P;
assign	w_gx_11_00_2P	= {Y_DEPTH+2{1'b0}};
assign	w_gx_00_00_2P	= {Y_DEPTH+2{1'b0}};
assign	w_gx_01_00_2P	= {Y_DEPTH+2{1'b0}};
assign	w_gy_00_01_1P	= {Y_DEPTH+2{1'b0}};
assign	w_gy_00_00_2P	= {Y_DEPTH+2{1'b0}};
assign	w_gy_00_11_3P	= {Y_DEPTH+2{1'b0}};
multi_n1_ext2
#(
	.D_WIDTH(Y_DEPTH)
)
inst_gx_11_11
(
	.i_arst	(i_arst),
	.i_clk	(i_pclk),
	.i_d	(r_p_11_11_2P),
	.o_q	(w_gx_11_11_3P)
);
multi_n2_ext2
#(
	.D_WIDTH(Y_DEPTH)
)
inst_gx_00_11
(
	.i_arst	(i_arst),
	.i_clk	(i_pclk),
	.i_d	(r_p_00_11_2P),
	.o_q	(w_gx_00_11_3P)
);
multi_n1_ext2
#(
	.D_WIDTH(Y_DEPTH)
)
inst_gx_01_11
(
	.i_arst	(i_arst),
	.i_clk	(i_pclk),
	.i_d	(r_p_01_11_2P),
	.o_q	(w_gx_01_11_3P)
);
multi_p1_ext2
#(
	.D_WIDTH(Y_DEPTH)
)
inst_gx_11_01
(
	.i_arst	(i_arst),
	.i_clk	(i_pclk),
	.i_d	(i_pixel_11_01),
	.o_q	(w_gx_11_01_1P)
);
multi_p2_ext2
#(
	.D_WIDTH(Y_DEPTH)
)
inst_gx_00_01
(
	.i_arst	(i_arst),
	.i_clk	(i_pclk),
	.i_d	(i_pixel_00_01),
	.o_q	(w_gx_00_01_1P)
);
multi_p1_ext2
#(
	.D_WIDTH(Y_DEPTH)
)
inst_gx_01_01
(
	.i_arst	(i_arst),
	.i_clk	(i_pclk),
	.i_d	(i_pixel_01_01),
	.o_q	(w_gx_01_01_1P)
);
multi_n1_ext2
#(
	.D_WIDTH(Y_DEPTH)
)
inst_gy_11_11
(
	.i_arst	(i_arst),
	.i_clk	(i_pclk),
	.i_d	(r_p_11_11_2P),
	.o_q	(w_gy_11_11_3P)
);
multi_n2_ext2
#(
	.D_WIDTH(Y_DEPTH)
)
inst_gy_11_00
(
	.i_arst	(i_arst),
	.i_clk	(i_pclk),
	.i_d	(r_p_11_00_1P),
	.o_q	(w_gy_11_00_2P)
);
multi_n1_ext2
#(
	.D_WIDTH(Y_DEPTH)
)
inst_gy_11_01
(
	.i_arst	(i_arst),
	.i_clk	(i_pclk),
	.i_d	(i_pixel_11_01),
	.o_q	(w_gy_11_01_1P)
);
multi_p1_ext2
#(
	.D_WIDTH(Y_DEPTH)
)
inst_gy_01_11
(
	.i_arst	(i_arst),
	.i_clk	(i_pclk),
	.i_d	(r_p_01_11_2P),
	.o_q	(w_gy_01_11_3P)
);
multi_p2_ext2
#(
	.D_WIDTH(Y_DEPTH)
)
inst_gy_01_00
(
	.i_arst	(i_arst),
	.i_clk	(i_pclk),
	.i_d	(r_p_01_00_1P),
	.o_q	(w_gy_01_00_2P)
);
multi_p1_ext2
#(
	.D_WIDTH(Y_DEPTH)
)
inst_gy_01_01
(
	.i_arst	(i_arst),
	.i_clk	(i_pclk),
	.i_d	(i_pixel_01_01),
	.o_q	(w_gy_01_01_1P)
);
always@(posedge i_arst or posedge i_pclk)
begin
	if (i_arst)
	begin
		r_p_11_00_1P	<= {Y_DEPTH{1'b0}};
		r_p_11_11_2P	<= {Y_DEPTH{1'b0}};
		r_p_00_00_1P	<= {Y_DEPTH{1'b0}};
		r_p_00_11_2P	<= {Y_DEPTH{1'b0}};
		r_p_01_00_1P	<= {Y_DEPTH{1'b0}};
		r_p_01_11_2P	<= {Y_DEPTH{1'b0}};
		r_gx_11_01_2P	<= {Y_DEPTH+2{1'b0}};
		r_gx_00_01_2P	<= {Y_DEPTH+2{1'b0}};
		r_gx_01_01_2P	<= {Y_DEPTH+2{1'b0}};
		r_gxs_11_4P		<= {Y_DEPTH+2{1'b0}};
		r_gxs_00_4P		<= {Y_DEPTH+2{1'b0}};
		r_gxs_01_4P		<= {Y_DEPTH+2{1'b0}};
		r_gxs_11_5P		<= {Y_DEPTH+2{1'b0}};
		r_gxs_00_5P		<= {Y_DEPTH+2{1'b0}};
		r_gxs_01_5P		<= {Y_DEPTH+2{1'b0}};
		r_gxs_00_6P		<= {Y_DEPTH+2{1'b0}};
		r_gxs_01_6P		<= {Y_DEPTH+2{1'b0}};
		r_gxs_00_7P		<= {Y_DEPTH+2{1'b0}};
		r_gy_11_01_2P	<= {Y_DEPTH+2{1'b0}};
		r_gy_00_01_2P	<= {Y_DEPTH+2{1'b0}};
		r_gy_01_01_2P	<= {Y_DEPTH+2{1'b0}};
		r_gys_11_4P		<= {Y_DEPTH+2{1'b0}};
		r_gys_00_4P		<= {Y_DEPTH+2{1'b0}};
		r_gys_01_4P		<= {Y_DEPTH+2{1'b0}};
		r_gys_11_5P		<= {Y_DEPTH+2{1'b0}};
		r_gys_00_5P		<= {Y_DEPTH+2{1'b0}};
		r_gys_01_5P		<= {Y_DEPTH+2{1'b0}};
		r_gys_00_6P		<= {Y_DEPTH+2{1'b0}};
		r_gys_01_6P		<= {Y_DEPTH+2{1'b0}};
		r_gys_00_7P		<= {Y_DEPTH+2{1'b0}};
		r_gxs_00_8P		<= {Y_DEPTH+2{1'b0}};
		r_gys_00_8P		<= {Y_DEPTH+2{1'b0}};
		r_g_9P			<= {Y_DEPTH+2{1'b0}};
		r_g_10P			<= {Y_DEPTH{1'b0}};
	end
	else
	begin
		r_p_11_00_1P	<= i_pixel_11_01;
		r_p_00_00_1P	<= i_pixel_00_01;
		r_p_01_00_1P	<= i_pixel_01_01;
		r_p_11_11_2P	<= r_p_11_00_1P;
		r_p_00_11_2P	<= r_p_00_00_1P;
		r_p_01_11_2P	<= r_p_01_00_1P;
		r_gx_11_01_2P	<= w_gx_11_01_1P;
		r_gx_00_01_2P	<= w_gx_00_01_1P;
		r_gx_01_01_2P	<= w_gx_01_01_1P;
		r_gxs_11_4P		<= w_gx_11_00_2P + w_gx_11_11_3P;
		r_gxs_00_4P		<= w_gx_00_00_2P + w_gx_00_11_3P;
		r_gxs_01_4P		<= w_gx_01_00_2P + w_gx_01_11_3P;
		r_gxs_11_5P		<= r_gxs_11_4P + r_gx_11_01_2P;
		r_gxs_00_5P		<= r_gxs_00_4P + r_gx_00_01_2P;
		r_gxs_01_5P		<= r_gxs_01_4P + r_gx_01_01_2P;
		r_gxs_00_6P		<= r_gxs_00_5P + r_gxs_11_5P;
		r_gxs_01_6P		<= r_gxs_01_5P;
		r_gxs_00_7P		<= r_gxs_00_6P + r_gxs_01_6P;
		r_gy_11_01_2P	<= w_gy_11_01_1P;
		r_gy_00_01_2P	<= w_gy_00_01_1P;
		r_gy_01_01_2P	<= w_gy_01_01_1P;
		r_gys_11_4P		<= w_gy_11_00_2P + w_gy_11_11_3P;
		r_gys_00_4P		<= w_gy_00_00_2P + w_gy_00_11_3P;
		r_gys_01_4P		<= w_gy_01_00_2P + w_gy_01_11_3P;
		r_gys_11_5P		<= r_gys_11_4P + r_gy_11_01_2P;
		r_gys_00_5P		<= r_gys_00_4P + r_gy_00_01_2P;
		r_gys_01_5P		<= r_gys_01_4P + r_gy_01_01_2P;
		r_gys_00_6P		<= r_gys_00_5P + r_gys_11_5P;
		r_gys_01_6P		<= r_gys_01_5P;
		r_gys_00_7P		<= r_gys_00_6P + r_gys_01_6P;
		if (r_gxs_00_7P[Y_DEPTH+2-1])
			r_gxs_00_8P	<= ~r_gxs_00_7P + 1'b1;
		else
			r_gxs_00_8P	<= r_gxs_00_7P;
		if (r_gys_00_7P[Y_DEPTH+2-1])
			r_gys_00_8P	<= ~r_gys_00_7P + 1'b1;
		else
			r_gys_00_8P	<= r_gys_00_7P;
		r_g_9P	<= r_gxs_00_8P + r_gys_00_8P;
		if (r_g_9P[Y_DEPTH+2-1] || r_g_9P[Y_DEPTH+2-2])
			r_g_10P	<= {Y_DEPTH{1'b0}};
		else
			r_g_10P	<= r_g_9P[Y_DEPTH-1:0];
	end
end
assign	o_pixel	= r_g_10P;
endmodule
File: flow/run.sh
#!/bin/bash
# OpenROAD 26Q1-2900-gdf79404cd8, Yosys 0.63+post, stock flow scripts
make -C /OpenROAD-flow-scripts/flow DESIGN_CONFIG=/design/flow/config.mk WORK_HOME=/design/flow/orfs finish
==> results.toml <==
# implementation run metrics
[global_routing]
grt_pass1_wl_mm = 31.9
antenna_found_initial = 1
gr-total-overflow = 0
grt_pass1_vias = 6654
grt_use_total = 0.173
grt_start_max_net_pins = 133

[synth]
synth-cells-yosys = 894
yosysTopAreaCell = "dfrtp_1"
edf_count = 0
area_leaders = "dfrtp_1 (62%), ha_1 (10%), xnor2_1 (7.0%)"
ys_seq_frac = 0.621
synth_cell_type_count = 53
ys_seq_elements = 297
synth_cells = 894
yosysTopAreaCellShare = 0.621
yosys_area_mm2 = 0.0120
avgSynthCellArea_um2 = 13.4
ys_warn_count = 5
ff_type = "dfrtp_1"
syn_area_mm2 = 0.0120
async_reset_ff_frac = 1.00
common_cells = "dfrtp_1 (297), ha_1 (97), xnor2_1 (95)"
top_cell = "dfrtp_1"

[floorplanning]
core-area_mm2 = 0.0235
die-area_mm2 = 0.0246
num_rows = 56
die_h_um = 157
fp_util = 0.510
fp.dieW_um = 157
ios = 34

[sta]
maxSlewViolCount = 0
tns_ns = 0
fin_crit_ns = 2.79
setup_violations = 0
tightest_slew_ns = 0.768
rsz0062_at_grt = "no"
hold_violations = 0
fmax_mhz = 359
maxSlewHeadroom = 0.488
timing.final.crit_share = 0.410
finClkSkew_ns = 0.0232

[drt]
ant_nets = 0
drc_errors = 0
wire_per_inst_um = 14.3
antenna_cells = 0
first_pass_iters = 4
drt_iter0_drc = 301
wirelength_mm = 18.6
dr_total_vias = 6610
via_per_inst = 5.07

[layout]
syn2layout_area_growth_pct = 15.1
drive_above_1_share = 0.0741
finish.utilization = 0.587
stdcell_area_mm2 = 0.0138
instances_no_fill = 1304

[critical_path]
end_kind = "async pin"
rrSetupSlack_ns = 4.65
rr_startpoint = "inst_gy_11_00.r_q_1P[1]"
start_kind = "primary input"
r2r_cells = 7
worstPathArrival_ns = 3.36
cp.required_ns = 7.37
r2r-end = "r_gys_11_4P[9]"
path_max_fanout = 64
path_class = "primary input to async pin"

[power_and_ir_drop]
clkPwrFrac = 0.297
p_leak_uw = 0.00608
pwr-share-comb = 0.282
pwr-share-seq = 0.421
intPower_uw = 4010
peakVddDrop_uv = 194
sw_frac_of_total = 0.292
power-per-cell-area_mw_per_mm2 = 411
netSwitchingPower_uw = 1650

[clock_network]
cts_tree = "done"
cts_hold_buf = 0
cts.sinks = 297
clockRootBuffer = "clkbuf_16"
numCtsBuffers = 30
post_cts_buffers = 0
clockBufferDepth = 3
clkTransAtPathRegs_ns = 0.06
htreeDepth = 1
clock_latency_ns = 0.55
cts_resized = 0

[job]
cap_violations = 0
warning_count = 30

[placed_design]
dp_hpwl_mm = 12.9
io_buffers = 33
placedInstanceArea_mm2 = 0.0127
dp.cells = 1248
gp_congestion = 0.862

[min_path]
hold_path_depth = 0
worstHoldStart = "inst_gx_00_11.r_q_1P[1]"
hold_path_class = "flip-flop to flip-flop"
hold-path-endpoint = "r_gxs_00_4P[1]"

[status]
status = "completed"
-- logic make-up (layout without fill, tap and decap cells) --
family	after synthesis	after routing	synth area share
AOI/OAI and AO/OA	153	153	0.0919
xor gates and xnor gates	126	126	0.0922
adders and majority gates	102	102	0.110
buffers and inverters	32	123	0.0101
DFF	297	297	0.621
muxes	1	1	0.000836
other	1	1	0.000313
and+or+nand+nor	182	182	0.0738
-- worst max-delay path by stage --
stage / slack, ns / start / end / depth (start not counted)
CTS: 3.93 / i_arst / r_gys_01_4P[3] / 4
global route: 3.68 / i_arst / r_p_01_11_2P[0] / 4
finish: 4.01 / i_arst / r_gxs_01_4P[5] / 4
-- power groups by stage --
stage / clock (uW) / combinational, uW / sequential, uW
4_1_cts: 1740 / 1620 / 2400
6_report: 1680 / 1590 / 2390
5_1_grt: 1810 / 1810 / 2430
-- per-layer routing --
layer,share of wire,up-vias,global-route usage
li1,-,3230,-
met1,0.46,3243,0.269
met2,0.48,102,0.270
met3,0.039,33,0.0324
met4,0.022,2,0.0341
met5,0.00070,-,0
-- cells in the final DEF (no fill, tap or decap), types with 5 or more instances in the layout --
| cell type | instances |
|---|---|
| a211o_1 | 5 |
| a211oi_1 | 13 |
| a21o_1 | 23 |
| a21oi_1 | 29 |
| and2_1 | 11 |
| bufinv_16 | 5 |
| clkbuf_1 | 7 |
| clkbuf_16 | 30 |
| clkdlybuf4s50_1 | 33 |
| clkinv_2 | 7 |
| dfrtp_1 | 297 |
| fa_1 | 5 |
| ha_1 | 97 |
| inv_1 | 28 |
| nand2_1 | 39 |
| nand2b_1 | 8 |
| nor2_1 | 69 |
| nor3_1 | 21 |
| o211ai_1 | 7 |
| o21a_1 | 10 |
| o21ai_0 | 27 |
| o21ai_1 | 6 |
| o31ai_1 | 7 |
| or4_1 | 5 |
| xnor2_1 | 95 |
| xor2_1 | 31 |
-- cell type report --
class                      instances  area [um^2]
fill                            1783         9700
sequential                       297         7430
multi-input combinational        565         4410
clock buffer                      40          818
tap                              319          399
timing repair buffer              37          373
clock inverter                    16          224
inverter                          30          116
-- through the flow --
stage	setup WS [ns]	hold slack (ns)	total power, uW
floorplan	1.49	0.331	3640
global placement	3.44	0.331	4000
detailed placement	3.37	0.335	4020
CTS	3.93	0.347	5750
global route	3.68	0.352	6050
finish	4.01	0.344	5660
-- state kept, by name, summed over array words and instances, names as in the netlist, 10 cells and up --
register              flops
inst_gx_01_11.r_q_1P     10
inst_gy_11_01.r_q_1P     10
inst_gy_11_11.r_q_1P     10
r_gys_00_6P              10
r_gys_00_7P              10
r_gys_00_8P              10
r_gys_01_4P              10
r_gys_01_5P              10
r_gys_01_6P              10
r_gys_11_4P              10
r_gys_11_5P              10
-- critical path: stages --
cell             delay (ns)
clkdlybuf4s50_1        0.45
clkinvlp_4             0.25
buf_4                  0.51
buf_4                  0.71
Power and IR drop assume default switching activity.
